<file path="flow/config.mk">
export PLATFORM = sky130hd
export DESIGN_NAME = axis_deser
export DESIGN_NICKNAME = axis_deser
export VERILOG_FILES = /design/flow/design.v
export SDC_FILE = /design/flow/constraint.sdc
export NUM_CORES = 4
export LEC_CHECK = 1
export CORE_UTILIZATION = 30
export SYNTH_MEMORY_MAX_BITS = 65536
</file>
<file path="flow/constraint.sdc">
current_design axis_deser

set clk_period 182.5
set clk_io_pct 0.2

create_clock -name clk0 -period $clk_period [get_ports {clk}]

set non_clock_inputs [all_inputs -no_clocks]
set_input_delay [expr $clk_period * $clk_io_pct] -clock clk0 $non_clock_inputs
set_output_delay [expr $clk_period * $clk_io_pct] -clock clk0 [all_outputs]
</file>
<file path="flow/design.v">
`timescale 1ns/1ps
module axis_deser #(
    parameter AXIS_NUM_BYTES   = 4,
    parameter TMP_BUFFER_WORDS = 512,
    parameter RAM_WIDTH        = 32
) (
    input clk,
    input rstn,
    output logic tvalid_o,
    output logic tlast_o,
    input  logic tready_i,
    output logic [AXIS_NUM_BYTES-1:0] tkeep_o,
    output logic [AXIS_NUM_BYTES*8-1:0] tdata_o,
    output logic tuser_o,
    input [31:0] words_in_packet_i,
    input [31:0] axis_package_sz_i,
    input serial_i,
    input serial_valid_i
);
    localparam SHFT_CNT_LEN = $clog2(AXIS_NUM_BYTES*8);
    localparam AXIS_CNT_LEN = $clog2(TMP_BUFFER_WORDS);
    localparam RECV            = 1;
    localparam WAIT_PACKET_END = 2;
    localparam AXIS_SEND       = 3;
    localparam RESET           = 4;
    logic [3:0] fsm_state;
    logic [AXIS_NUM_BYTES*8-1:0] data_shft_r;
    logic [SHFT_CNT_LEN-1:0]     shft_cnt;
    logic [31:0]                 recv_pack_cnt;
    logic [AXIS_CNT_LEN-1:0] ram_r_buffer_ptr;
    logic [AXIS_CNT_LEN-1:0] ram_w_buffer_ptr;
    logic buffer_we;
    logic [31:0] idx_cnt;
    logic return_prev_word;
    logic packet_in_progress;
    bram #(
        .RAM_WIDTH(RAM_WIDTH),
        .RAM_DEPTH(TMP_BUFFER_WORDS)
    ) bram_i (
        .clka(clk),
        .addra(ram_w_buffer_ptr),
        .addrb(ram_r_buffer_ptr),
        .dina(data_shft_r),
        .doutb(tdata_o),
        .wea(buffer_we)
    );
    always_ff @(posedge clk, negedge rstn) begin
        if(!rstn) begin
            data_shft_r   <= 0;
            recv_pack_cnt <= 0;
            shft_cnt      <= AXIS_NUM_BYTES*8-1;
            fsm_state     <= RECV;
            ram_w_buffer_ptr <= 0;
            ram_r_buffer_ptr <= 1;
            buffer_we        <= 0;
            tvalid_o <= 0;
            tlast_o  <= 0;
            tkeep_o  <= {AXIS_NUM_BYTES{1'b1}};
            tuser_o  <= 0;
            return_prev_word <= 0;
            idx_cnt          <= 0;
        end else begin
            case (fsm_state)
                RECV: begin
                    if(serial_valid_i) begin
                        data_shft_r <= { data_shft_r[AXIS_NUM_BYTES*8-2:0], serial_i };
                        shft_cnt    <= (shft_cnt == 0) ? AXIS_NUM_BYTES*8-1 : shft_cnt - 1;
                    end
                    if(shft_cnt == 0 && serial_valid_i) begin
                        recv_pack_cnt    <= ( recv_pack_cnt == words_in_packet_i - 1 ) ? 0 : recv_pack_cnt + 1;
                        ram_w_buffer_ptr <= ram_w_buffer_ptr + 1;
                        buffer_we        <= 1;
                        if (recv_pack_cnt >= words_in_packet_i - 1) begin
                            fsm_state  <= AXIS_SEND;
                        end
                    end else begin
                        buffer_we <= 0;
                    end
                end
                AXIS_SEND: begin
                    if (tready_i) begin
                        return_prev_word <= 1;
                        ram_r_buffer_ptr <= ram_r_buffer_ptr + 1;
                        tvalid_o         <= 1;
                        if (ram_r_buffer_ptr >= (axis_package_sz_i - 1)) begin
                            tlast_o   <= 1;
                            fsm_state <= WAIT_PACKET_END;
                            idx_cnt   <= idx_cnt + 1;
                        end else begin
                            tlast_o <= 0;
                        end
                    end else begin
                        tvalid_o <= 0;
                        if (return_prev_word) begin
                            ram_r_buffer_ptr <= ram_r_buffer_ptr - 1;
                            return_prev_word <= 0;
                        end
                    end
                end
                WAIT_PACKET_END: begin
                    tvalid_o  <= 0;
                    tlast_o   <= 1;
                    fsm_state <= packet_in_progress ? WAIT_PACKET_END : RESET;
                end
                RESET: begin
                    fsm_state     <= RECV;
                    recv_pack_cnt <= 0;
                    ram_w_buffer_ptr <= 0;
                    ram_r_buffer_ptr <= 1;
                    tvalid_o <= 0;
                    tlast_o  <= 1;
                end
           endcase
        end
    end
endmodule
module bram #(
    parameter RAM_WIDTH = 32,
    parameter RAM_DEPTH = 512
) (
    input clka,
    input [clogb2(RAM_DEPTH-1)-1:0] addra,
    input [clogb2(RAM_DEPTH-1)-1:0] addrb,
    input [RAM_WIDTH-1:0] dina,
    input wea,
    input enb,
    output [RAM_WIDTH-1:0] doutb
);
    reg [RAM_WIDTH-1:0] BRAM [RAM_DEPTH-1:0];
    reg [RAM_WIDTH-1:0] ram_data = {RAM_WIDTH{1'b0}};
    integer ram_index;
    initial
        for (ram_index = 0; ram_index < RAM_DEPTH; ram_index = ram_index + 1)
            BRAM[ram_index] = {RAM_WIDTH{1'b0}};
    always @(posedge clka) begin
        if (wea)
            BRAM[addra] <= dina;
        ram_data <= BRAM[addrb];
    end
    assign doutb = ram_data;
    function integer clogb2;
        input integer depth;
            for (clogb2=0; depth>0; clogb2=clogb2+1)
                depth = depth >> 1;
    endfunction
endmodule
</file>
<file path="flow/run.sh">
#!/bin/bash
# OpenROAD 26Q1-2900-gdf79404cd8, Yosys 0.63+post, stock flow scripts
make -C /OpenROAD-flow-scripts/flow DESIGN_CONFIG=/design/flow/config.mk WORK_HOME=/design/flow/orfs finish
</file>
==> GITHUB_STEP_SUMMARY <==
## PnR job results

| Metric | Value |
|---|---|
| CTS Sinks | 16510 |
| Htree depth | 7 |
| EDFF count, synth | 16384 |
| Post-route ant nets | 0 |
| Tmin final | 39.61 ns |
| Synthesized registers | 16510 |
| Post-synth seq share | 78.3% |
| Num CTS Buffers | 1667 |
| Area contributors post-synth | edfxtp_1, mux4_2, mux2i_1 |
| Tool Warnings | 42 |
| I/O pin cnt | 108 |
| Die Area | 2.11 mm² |
| Routed WL | 2070000 µm |
| P&R area growth vs syn | 16.2% |
| Final worst slack | 142.89 ns |
| Tightest Pin Transition | 1.39 ns |
| Number of buffers added for setup after CTS | 0 |
| GP Congestion | 0.899 |
| Final total power | 7.82 mW |
| Hold Fails Final Rpt | 0 |
| Yosys top cell by area | edfxtp_1 |
| Async SR Flop Fraction | 0.569% |
| Max rail drop VDD | 0.00947 mV |
| Final Max Tran Viols | 0 |
| Status | finished, final reports clean |
| Hold buffers post-CTS | 0 |
| CTS Buffer Depth | 6 |
| Synth cell types | 95 |
| First-pass GRT wire length | 2810000 µm |
| Top cell area share | 77.8% |
| CP arrival | 41.08 ns |
| Pin count of the biggest net entering global routing | 118 |
| Post-layout period usage | 21.7% |
| Vias in the first global route | 350923 |
| DRC | 0 |
| Overall routing resource usage | 20.8% |
| Power per cell area | 10.6 mW/mm² |
| Largest stage delay on the critical path | 0.62 ns |
| Crit-path cells | clkdlybuf4s50_1 -> or4_4 -> nor4_4 -> nand2_1 -> or4_4 -> nand2b_4 -> nor4_4 -> xnor2_1 -> ha_1 -> nand4_1 -> nor2_1 -> and3_1 -> o21ai_0 -> o221ai_4 -> buf_4 -> a22o_1 |
| Die H | 1450 µm |
| Worst EP required | 183.97 ns |
| Unrepaired setup endpoints after global routing | false |
| Worst-path clk slew | 0.06 ns |
| Worst-path fanout max | 5 |
| Routed via count | 319847 |
| Core area | 2.10 mm² |
| Syn Area/Cell | 21.9 µm² |
| Max cap viols | 0 |
| # Cells Yosys | 28887 |
| Share of layout cells above drive strength 1 | 26.7% |
| GR Overflow Total | 0 |
| Clock latency on the worst-skew pair | 1.56 ns |
| Synth Flop Type | edfxtp_1 |
| Antenna violations before repair | 210 |
| Post-DP HPWL | 1260000 µm |
| Crit path kind | in2reg |
| Pleak | 220 nW |
| Final Setup Violations | 0 |
| Post-synth top cells | edfxtp_1, mux4_2, mux2i_1 |
| Initial DRC count | 23563 |
| Clock Skew | 0.244 ns |
| Top Family by Delay on Critical Path | simple AND/OR/NAND/NOR gates |
| FP Util | 30.0% |
| CP Launch Type | primary input |
| Placed instance area | 0.680 mm² |
| Slowest cell on the critical path | or4_4 |
| Clk root buf | clkbuf_16 |
| Worst min path class | reg2reg |
| Post-Route Setup TNS | 0 ns |
| DR pass1 iterations | 6 |
| Combinational Area | 0.133 mm² |
| Dpl ws | 141.32 ns |
| Cell with the most instances after synthesis | edfxtp_1 |
| Avg WL per Cell | 33.8 µm |
| Port Buf Inserts | 102 |
| Critical Path End Type | flip-flop |
| Ys Warns | 3 |
| Die X | 1450 µm |
| Synthesized cell area | 0.632 mm² |
| # fillers | 189959 |
| Fmax | 0.0252 GHz |
| PostCTS Resize Cnt | 0 |
| Row count | 533 |
| Area reported by Yosys stat | 0.632 mm² |
| Vias per inst | 5.23 |
| Crit path buf inv count | 2 |
| TritonCTS clock tree | built |
| Gate Count Post-Synth | 28887 |
| Area occupied by registers | 0.495 mm² |
| Design area | 0.735 mm² |
| Rel. slew slack | 7.58% |
## sequential cells by signal (all words and copies together) (netlist names)
register	flops
data_shft_r	32
bram_i.ram_data	32
ram_r_buffer_ptr	9
bram_i.BRAM	16384
recv_pack_cnt	32
tlast_o	1
ram_w_buffer_ptr	9
buffer_we	1
tvalid_o	1
shft_cnt	5
return_prev_word	1
fsm_state	3
## power by group
group	switching, mW	internal [mW]	leakage, nW
clock network	1.46	1.87	25.7
logic	0.181	0.0188	42.7
registers	0.0191	4.28	152
total	1.66	6.17	220
## cell usage in the layout, fill, tap and decap left out, types with 56 or more instances in the layout
cell type,count
nor3_1,69
clkbuf_16,1683
diode_2,757
clkinv_2,288
clkdlybuf4s50_1,101
buf_4,1955
bufinv_16,120
mux2_2,111
nand2_1,778
ha_1,56
o21ai_0,401
o22a_1,58
mux2i_1,1617
o221ai_1,240
a21oi_1,317
a22oi_1,288
a211oi_1,146
nand3_1,162
a22o_1,191
a221oi_1,257
edfxtp_1,16384
a31oi_1,133
o22ai_1,467
nor2_4,532
nor2_1,504
mux4_2,3480
clkinv_1,432
nand4_1,96
clkbuf_1,381
## path summary, 6_finish.rpt
path / cells past startpoint / start / to / slack [ns]
max in group asynchronous: 3 / rstn / data_shft_r[0] / 145.81
min: 1 / fsm_state[2] / tvalid_o / 0.45
max: 16 / words_in_packet_i[3] / fsm_state[3] / 142.89
min reg2reg: 1 / fsm_state[2] / tvalid_o / 0.45
max reg2reg: 15 / ram_r_buffer_ptr[0] / bram_i.ram_data[28] / 172.75
min in group asynchronous: 1 / rstn / ram_r_buffer_ptr[5] / 34.95
## final cells by class
type	instances	share of cell area, %
Clock buffer	2071	5.94
Antenna cell	757	0.258
Sequential cell	16510	67.4
Clock inverter	981	1.24
Timing Repair Buffer	2107	2.27
Multi-Input combinational cell	10647	18.1
Tap cell	28087	4.78
Inverter	22	0.0141
## metrics by stage
step                      std cells  hold WS (ns)  util [%]
final                         61182         0.446      34.9
after floorplan               28890         0.423         -
after global routing          60946         0.463      34.9
after global placement        57372         0.453      32.3
after detailed placement      57372         0.445      32.3
after CTS                     60424         0.452      34.8
## worst reg2reg max path, delay by kind of cell (launching register included)
kind            cells  cell delay, ns
compound gates      2            0.71
buf+inv             9            5.37
flops               1            0.88
mux                 1            0.60
simple gates        3            1.94
## metal layers
layer / share of wire, % / global-route usage (%) / up-vias
li1: - / - / 127487
met1: 26 / 17.3 / 159431
met2: 44 / 29.3 / 27971
met3: 23 / 21.7 / 4648
met4: 6.7 / 11.1 / 310
met5: 0.62 / 5.14 / -
## cells by family (layout without fill, tap and decap cells)
kind of cell | count (synthesis) | count (layout) | synth area share [%]
simple gates | 2460 | 2460 | 1.69
mux | 5208 | 5208 | 15.2
other cells | 2 | 762 | 0.00119
flops | 16510 | 16510 | 78.3
compound gates | 2838 | 2838 | 3.16
buf+inv | 1733 | 5181 | 1.46
xor+xnor | 79 | 79 | 0.109
fa+ha+maj | 57 | 57 | 0.114
Power and IR drop assume default switching activity.
